==> flow/run.sh <==
#!/bin/bash
# OpenROAD 26Q1-2900-gdf79404cd8, Yosys 0.63+post, stock flow scripts
make -C /OpenROAD-flow-scripts/flow DESIGN_CONFIG=/design/flow/config.mk WORK_HOME=/design/flow/orfs finish
==> flow/config.mk <==
export PLATFORM = sky130hd
export DESIGN_NAME = ALU
export DESIGN_NICKNAME = ALU
export VERILOG_FILES = /design/flow/design.v
export SDC_FILE = /design/flow/constraint.sdc
export NUM_CORES = 4
export LEC_CHECK = 1
export CORE_UTILIZATION = 30
==> flow/constraint.sdc <==
current_design ALU

set clk_period 14.8
set clk_io_pct 0.2

create_clock -name clk0 -period $clk_period

set non_clock_inputs [all_inputs -no_clocks]
set_input_delay [expr $clk_period * $clk_io_pct] -clock clk0 $non_clock_inputs
set_output_delay [expr $clk_period * $clk_io_pct] -clock clk0 [all_outputs]
==> flow/design.v <==
module ALU(opcode, alu0, alu1, aluout);
   input [4:0] opcode;
   input [31:0] alu0, alu1;
   output [31:0] aluout;
   reg [31:0] 	 aluout;
   always@(alu0 or alu1 or opcode)
     begin
	case (opcode)
	  0: aluout = alu0 + alu1;
	  1: aluout = alu0 - alu1;
      2: aluout = alu0 << alu1;
      3: aluout = alu0 >> alu1;
      4: aluout = alu0 & alu1;
      5:  aluout = alu0 | alu1;
      6: aluout = alu0 ^ alu1;
      7: aluout = (alu1 << 16) | alu0[15:0];
      16: aluout = (alu0 < alu1) ? 1 : 0;  
      17: aluout = (alu0 <= alu1) ? 1 : 0;
      18: aluout = (alu0 == alu1) ? 1 : 0;
      19: aluout = (alu0 != alu1) ? 1 : 0;
      20: aluout = 1; 
    default: aluout = 0;
	endcase
     end
endmodule  
==> flow_metrics.tcl <==
# implementation run metrics
set metrics [dict create \
    status "completed" \
    required_ns 11.84 \
    whs_path_depth 7 \
    ys_types 81 \
    placedInstanceArea_um2 10500 \
    synth_top_area_share 0.141 \
    via_per_inst 6.35 \
    initCoreUtil 0.308 \
    top_area_cell "ha_1" \
    mux_area_frac 0.182 \
    postSynthAreaPerCell_um2 6.73 \
    seq_cells 0 \
    yosys-stat-cells 1372 \
    vias 11300 \
    drive_above_1_share 0.0783 \
    synth_xor_xnor_area_share 0.0209 \
    grt_max_degree 61 \
    grt_overflow 0 \
    dieArea_um2 31500 \
    gp_congestion 1.02 \
    ys_seq_frac 0 \
    syn_area_um2 9240 \
    fin_area_um2 10500 \
    hold_end "aluout[15]" \
    hold_violations 0 \
    hp-start "opcode[0]" \
    wl_per_cell_um 27.4 \
    adder_share 0.145 \
    postCtsSetupRepairBufs 0 \
    total_leakage_power_uw 0.00417 \
    postCtsHoldBufs 0 \
    switchingPower_uw 218 \
    cap_viol_max_count 0 \
    route.detailed.drc 0 \
    worst_pin_slew_ns 0.893 \
    comb_area_um2 8370 \
    grt_use_total 0.313 \
    rows 63 \
    max_freq_ghz 0.0937 \
    ys_top_cells_by_count "147 x nor2_1, 136 x a21oi_1, 118 x nand2_1" \
    rsz0062_at_grt "no" \
    drtPass1Iterations 5 \
    yosys_area_um2 9240 \
    n_fill_cell 3315 \
    crit_type "in2out" \
    cts.repair.resized 0 \
    startpoint_type "primary input" \
    report.final.setup_viol 0 \
    post_synth_ao_oa_area_fraction 0.349 \
    netlist_instances 1372 \
    setup_tns_ns 0 \
    power_density_nw_per_um2 33.6 \
    clkbuf_count 0 \
    arrival_ns 7.71 \
    seqCellArea_um2 0 \
    ys_warn_count 1 \
    report.final.slew_viol_count 0 \
    end_kind "output port" \
    core-area_um2 30000 \
    min_period_ns 10.67 \
    grt_pass1_vias 10400 \
    min_path_type "in2out" \
    die_h_um 177 \
    fin_crit_sh 0.721 \
    p_int_uw 134 \
    dp_hpwl_um 38300 \
    grt_first_pass_wirelength_um 71400 \
    crit_path_max_fanout 25 \
    antenna_found_initial 1 \
    synthTopLogicFamily "AND-OR/OR-AND gates" \
    slew_headroom 0.400 \
    antenna_left 0 \
    synthTopCellsByArea "ha_1 14%, mux4_2 9.5%, a21oi_1 7.4%" \
    drt_iter0_markers 1185 \
    drt_wl_total_um 48800 \
    switching_share 0.620 \
    top_cell "nor2_1" \
    fp.dieW_um 177 \
    port-buffer-count 101 \
    peakVddDrop_mv 0.0186 \
    area_growth_pct 13.4 \
    yosys.area_share.simple 0.208 \
    warnings 104 \
    ios 101 \
]
==> worst max-delay path by stage <==
stage / startpoint / to / slack [ns] / cells past startpoint
4_1_cts: alu1[5] / aluout[31] / 4.22 / 14
5_1_grt: alu1[5] / aluout[31] / 3.83 / 14
6_report: alu1[5] / aluout[31] / 4.13 / 14
==> critical path: stages <==
cell	delay, ns
clkdlybuf4s50_1	0.46
buf_4	0.30
clkinv_1	0.38
ha_1	0.58
nor2_1	0.16
o31ai_1	0.25
a31oi_1	0.10
o41ai_2	0.60
o21ai_1	0.25
a31oi_1	0.42
o211ai_1	0.17
a311o_1	0.35
o221ai_1	0.21
clkdlybuf4s50_1	0.52
==> metrics by stage <==
stage	setup slack, ns	instances	hold slack [ns]	total power [µW]	util
floorplan	5.76	1372	6.00	215	-
global placement	4.22	1782	7.06	346	0.349
detailed placement	4.26	1782	7.06	343	0.349
CTS	4.22	1782	7.06	345	0.349
global route	3.83	1782	7.13	377	0.349
finish	4.13	1783	7.07	352	0.350
==> layer usage <==
layer  track usage  routed length, µm  share of wire
met3        0.0434               3770          0.077
met4         0.108               2080          0.043
met2         0.497              22300           0.46
met1         0.436              20700           0.42
met5             0                  0              0
==> logic make-up (layout without fill, tap and decap cells) <==
logic type,count (synthesis),in the layout
compound gates,494,494
simple gates,418,418
buf+inv,214,234
mux,118,118
fa+ha+maj,106,106
xor+xnor,22,22
other cells,0,1
==> power groups by stage <==
stage	clock network (µW)	logic [µW]	registers, µW
5_1_grt	0	377	0
4_1_cts	0	345	0
==> cell type report <==
class,count,area share
multi-input combinational,1158,0.799
antenna,1,0.000239
timing repair buffer,134,0.118
inverter,100,0.0358
tap,390,0.0466
==> cells in the final DEF, fill, tap and decap left out, types with 5 or more instances in the layout <==
cell	n
nand3_1	17
ha_1	104
xnor2_1	19
nor2_1	147
o31ai_1	9
a21o_1	14
o211ai_1	25
o21a_1	6
a21oi_1	136
a211o_1	5
and3_1	11
o221a_2	5
buf_4	35
nand2b_1	9
a2111oi_0	7
o221ai_1	12
a211oi_1	26
mux2_2	13
mux4_2	39
nor3_1	42
clkdlybuf4s50_1	96
o21bai_1	17
nand2_1	118
o22ai_1	20
nand4_1	11
a221oi_1	16
o21ai_0	103
mux2i_1	66
a221o_1	6
a31oi_1	17
a22oi_1	22
inv_1	98
nor4_1	26
nor2b_1	8
Power is estimated from default activity; no workload was simulated.
